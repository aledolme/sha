File: /design/flow/constraint.sdc
current_design keccak_round_constants_gen

set clk_period 1.5
set clk_io_pct 0.2

create_clock -name clk0 -period $clk_period

set non_clock_inputs [all_inputs -no_clocks]
set_input_delay [expr $clk_period * $clk_io_pct] -clock clk0 $non_clock_inputs
set_output_delay [expr $clk_period * $clk_io_pct] -clock clk0 [all_outputs]
File: /design/flow/config.mk
export PLATFORM = sky130hd
export DESIGN_NAME = keccak_round_constants_gen
export DESIGN_NICKNAME = keccak_round_constants_gen
export VERILOG_FILES = /design/flow/design.v
export SDC_FILE = /design/flow/constraint.sdc
export NUM_CORES = 4
export LEC_CHECK = 1
export CORE_AREA = 10 10 70 70
export DIE_AREA = 0 0 80 80
File: /design/flow/run.sh
#!/bin/bash
# OpenROAD 26Q1-2900-gdf79404cd8, Yosys 0.63+post, stock flow scripts
make -C /OpenROAD-flow-scripts/flow DESIGN_CONFIG=/design/flow/config.mk WORK_HOME=/design/flow/orfs finish
File: /design/flow/design.v
module keccak_round_constants_gen(
    input [4:0] round_number,
    output [7:0] round_constant_signal_out
);
  reg [63:0] round_constant_signal;
  always @ (round_number)
  begin
    case (round_number)
   5'b00000: round_constant_signal = 8'h01;
    5'b00001: round_constant_signal = 8'h32;
    5'b00010: round_constant_signal = 8'hBA;
    5'b00011: round_constant_signal = 8'hE0;
    5'b00100: round_constant_signal = 8'h3B;
    5'b00101: round_constant_signal = 8'h41;
    5'b00110: round_constant_signal = 8'hF1;
    5'b00111: round_constant_signal = 8'hA9;
    5'b01000: round_constant_signal = 8'h1A;
    5'b01001: round_constant_signal = 8'h18;
    5'b01010: round_constant_signal = 8'h69;
    5'b01011: round_constant_signal = 8'h4A;
    5'b01100: round_constant_signal = 8'h7B;
    5'b01101: round_constant_signal = 8'h9B;
    5'b01110: round_constant_signal = 8'hB9;
    5'b01111: round_constant_signal = 8'hA3;
    5'b10000: round_constant_signal = 8'hA2;
    5'b10001: round_constant_signal = 8'h90;
    5'b10010: round_constant_signal = 8'h2A;
    5'b10011: round_constant_signal = 8'hCA;
    5'b10100: round_constant_signal = 8'hF1;
    5'b10101: round_constant_signal = 8'hB0;
    5'b10110: round_constant_signal = 8'h41;
    5'b10111: round_constant_signal = 8'hE8;
    default: round_constant_signal = 8'h00;
    endcase
  end
  assign round_constant_signal_out = round_constant_signal;
endmodule
==> changes_impl.md <==
### Changed

* Pwr Density at 272.1 nW/um^2
* Ys Warns at 1
* Core Box Area at 3416 um^2
* Met3 Use GR at 0.002273
* RSZ-0062 raised after global routing: yes
* Gate power share at 1.000
* Final Cell Area at 902.1 um^2
* Clock power share at 0
* Residual DRC at 0
* GRT Max-Usage Layer: met2
* Placer congestion estimate at 0.7891
* Syn avg cell area at 7.985 um^2
* Final-layout fill cell count at 355
* DRT antenna net count at 0
* Top cells by area: ha_1 20%, mux2i_1 14%, nand2b_1 5.7%
* Psw at 0.1045 mW
* Max Cap Viol at 0
* Fin crit period at 1685 ps
* Flop area at 0 um^2
* Area growth syn-to-layout at 105.4%
* Die span in y at 80 um
* Worst EP required at 1200 ps
* Initial antenna violation count at 0
* Final Setup Violations at 6
* DRT Pass-1 Iters at 3
* Die ar. at 6400 um^2
* Hpwl dp at 1.041 mm
* Failing checks: negative setup slack
* HP Class: primary input to primary output
* Logic area at 496.7 um^2
* Post-Syn Instances at 55
* Final Util at 0.2641
* Final WS setup at -184.7 ps
* WL final at 1.585 mm
* Log Warnings at 40
* Crit Path Class: primary input to primary output
* Final Max Tran Viols at 0
* Unique masters post-synth at 29
* Final tally of hold violations at 0
* Cycle use final at 1.123
* # IOs at 13
* Routing usage on met1 at 0.06196
* Synth Seq Share at 0
* Total congestion overflow at 0
* Yosys top cell area share at 0.1994
* Via count at 535
* N_diodes at 0
* Gr usage total at 0.04895
* Max Fclk at 593.6 MHz
* Crit end category: primary output
* CP Data Arrival Time at 1380 ps
* Flop pwr share at 0
* Top cells by count, synth: 7 x ha_1, 6 x mux2i_1, 5 x inv_1, 4 x nand2b_1, 4 x nor2_1
* Chip Area, Yosys at 439.2 um^2
* Most common cell in the netlist: ha_1
* Area of the mapped netlist at 439.2 um^2
* # clk buffers at 0
* Seq cells at 0
* Largest net degree at the start of global routing at 11
* CTS Hold Buffers Added at 0
* Via density at 3.905
* Die X at 80 um
* Peak VDD IR at 0.1171 mV
* 1st-iter DRT viols at 3
* Ys cells at 55
* Net Sw Frac at 0.4258
* DP Area at 706.9 um^2
* Critical path fanouts, max at 3
* Vias in the first global route at 563
* Global-route wire length before repair at 2.670 mm
* Synth area leader: ha_1
* Init Core Util at 0.1286
* M2 GR Usage at 0.09069
* Core Rows at 21
* Share of cells above drive strength 1 at 0.6593
* Leak at 0.4065 nW
* Int Power at 0.1409 mW
* Critical path startpoint category: primary input
* Status: finished, violations left
* Port Buffer Count at 12
* Post-DR wirelength/cell at 11.57 um
-- per-layer routing --
layer / routed length (um) / vias up
met1: 721 / 254
met4: 16 / 0
met2: 824 / 6
li1: - / 273
met3: 23 / 2
met5: 0 / -
-- path summary, 6_finish.rpt --
path                  slack [ps]                            to             from  depth (start not counted)
worst max-delay path        -180  round_constant_signal_out[3]  round_number[1]                          8
worst min-delay path        1090  round_constant_signal_out[5]  round_number[2]                          5
-- worst max-delay path, stage by stage --
cell and delay, ps:
buf_6 100, buf_6 120, buf_6 120, ha_4 150
mux2i_1 140, nor2_1 80, o32ai_2 240, buf_2 140
-- cell families after synthesis --
logic type | count (synthesis) | share of synthesized area
other | 1 | 0.008539
and+or+nand+nor | 12 | 0.1396
adders and majority gates | 7 | 0.1994
AOI/OAI and AO/OA | 18 | 0.3533
muxes | 7 | 0.1624
buffers and inverters | 10 | 0.1367
-- layout by cell type, fill, tap and decap left out, drive strengths merged --
cell type	count
ha	7
inv	6
a21oi	2
a2bb2oi	1
nor2b	1
dlygate4sd2	1
conb	1
o32ai	2
a22oi	1
mux2	1
clkdlybuf4s15	1
o21ai	3
o31a	1
nor2	4
a211o	1
o311ai	1
mux2i	6
o211a	1
nand2b	4
or2	1
nand2	1
buf	38
nor3	1
o21a	1
o221a	2
a221oi	1
a211oi	1
-- timing repair --
item	CTS	global route
hold endpoints to repair	0	0
pin swaps	12	7
resized	74	3
buffers inserted	11	0
endpoints found under the setup margin	7	7
-- metrics by stage --
| stage | setup slack (ps) | setup TNS, ps | power (mW) | std cells | hold slack, ps |
|---|---|---|---|---|---|
| global route | -281.8 | -1194 | 0.2665 | 137 | 1131 |
| detailed placement | -957.5 | -6394 | 0.1948 | 126 | 1806 |
| floorplan | 102.9 | 0 | 0.09306 | 55 | 711.2 |
| CTS | -185.4 | -869.1 | 0.2373 | 137 | 1108 |
| finish | -184.7 | -816.5 | 0.2454 | 137 | 1095 |
| global placement | -977.9 | -6454 | 0.1938 | 126 | 1810 |
-- area by class of cell --
class / instances / share of cell area
inverters: 6 / 0.02774
repair buffers: 40 / 0.3578
well taps: 46 / 0.06380
multi-input cells: 45 / 0.5506
-- power by group through the flow --
stage	registers, mW	logic, mW	clock network [mW]
finish	0	0.245	0
global route	0	0.266	0
CTS	0	0.237	0
Power is estimated from default activity; no workload was simulated.
